### /design/flow/config.mk
export PLATFORM = sky130hd
export DESIGN_NAME = normalizer
export DESIGN_NICKNAME = normalizer
export VERILOG_FILES = /design/flow/design.v
export SDC_FILE = /design/flow/constraint.sdc
export NUM_CORES = 4
export LEC_CHECK = 1
export CORE_AREA = 10 10 98 98
export DIE_AREA = 0 0 108 108
### /design/flow/constraint.sdc
current_design normalizer

set clk_period 1.1
set clk_io_pct 0.2

create_clock -name clk0 -period $clk_period [get_ports {clk}]

set non_clock_inputs [all_inputs -no_clocks]
set_input_delay [expr $clk_period * $clk_io_pct] -clock clk0 $non_clock_inputs
set_output_delay [expr $clk_period * $clk_io_pct] -clock clk0 [all_outputs]
### /design/flow/design.v
module normalizer(
				output reg [22:0] mantissa,
				output reg inc_exp,
				input clk,
				input [47:0] in,
				input resetn
				);
	always @(posedge clk or negedge resetn) begin
		if(!resetn) begin
					mantissa <= 23'b0;
					inc_exp <= 0;
					end
		else if(in[47]) begin
					mantissa <= in[46:24];
					inc_exp <= 1;
				end
		else if(in[46]) begin
					mantissa <= in[45:23];
					inc_exp <= 0;	
				end
	end
endmodule
### /design/flow/run.sh
#!/bin/bash
# OpenROAD 26Q1-2900-gdf79404cd8, Yosys 0.63+post, stock flow scripts
make -C /OpenROAD-flow-scripts/flow DESIGN_CONFIG=/design/flow/config.mk WORK_HOME=/design/flow/orfs finish
==> impl_metrics.toml <==
# synthesis and place-and-route metrics
[status]
run_status = "finished, final reports clean"

[sta]
tightest_slew_ns = 0.238
slew_violations = 0
min_period_ns = 1.06
finalSetupViolations = 0
finalCritPeriodShare_pct = 96.4
max_freq_ghz = 0.943
hold_violations = 0
finalClockSkew_ns = 0
hold_slack_ns = 0.286
worst_slew_margin_rel_pct = 84.1
fin_tns_setup_ns = 0
final_critical_path_setup_slack_ns = 0.0395

[cells_and_area]
syn2layout_area_growth_pct = 60.8
fin_area_mm2 = 0.00179
drive_gt1_share_pct = 21.0

[setup_path]
crit_chain = "clkdlybuf4s15_1"
cp-end-kind = "output pin"
slowest_delay_ns = 0.39
r2r-start = "mantissa[0]"
critPathBufInv = 1
cp.arrival_ns = 0.84
cp_max_fo = 2
r2r_setup_slack_ns = 0.17
r2r_cells = 4
worstReg2RegEnd = "mantissa[0]"
worst_ep_required_time_ns = 0.88
criticalPathCategory = "flop to output pin"
start_kind = "flop"
critPathTopFamily = "flip-flops"
slowest_stage = "dfrtp_1"

[drt]
insertedDiodeCount = 0
drc = 0
dr.pass1.iters = 4
wl_per_cell_um = 13.0
ant_nets = 0
via_count = 945
routed_wl_um = 3430
via_per_inst = 3.58
drt_iter0_drc = 24

[worst_hold_path]
hold_path_class = "input port to asynchronous set/reset pin"

[power_and_ir_drop]
combPwrFrac_pct = 21.3
p_per_area_mw_per_mm2 = 1160
total_power_w = 0.00208
intPower_w = 0.00156
vdd_drop_max_v = 0.000283
power.switching_w = 0.000516
power_switching_share_pct = 24.8
clockPowerShare_pct = 30.3
p_leak_nw = 0.838
p_seq_share_pct = 48.4

[placement]
pre_cts_slack_ns = -0.290
port_buffers = 50
post-dp-hpwl_um = 2420
postPlaceCellArea_mm2 = 0.00174
gp_congestion = 0.717

[synthesis]
netlist_instances = 103
synth_warnings = 1
synth-seq-area-share_pct = 53.8
syn_area_mm2 = 0.00112
ys_types = 12
synth.avg_cell_area_um2 = 10.8
synth-seq-cells = 24
ys_area_mm2 = 0.00112
ys_cells = 103

[global_route]
grt_max_degree = 45
grt.total_usage_pct = 5.60
grt_overflow = 0
grt_pass1_vias = 985
antenna_found_initial = 0
grt_pass1_wl_um = 5300

[floorplan]
die.size.y_um = 108
die_x_um = 108
num_rows = 32
core_mm2 = 0.00765
chip_area_mm2 = 0.0117
boundaryPins = 74
fp_util_pct = 14.6

[flow_run]
warnings = 48
maxCapViolations = 0

[cts]
numCtsBuffers = 3
clk_pin_slew_ns = 0.09
root_buffer = "clkbuf_8"
cts_tree = "yes"
insertion_delay_ns = 0.27
h-tree-depth = 1
clock-sinks = 24
cts_buffer_depth = 2
## power groups by stage
stage,Combinational [W],Clock [W],Sequential [W]
final,0.000442,0.000629,0.00101
after global routing,0.000499,0.000709,0.00102
after CTS,0.000454,0.000658,0.00101
## layer usage
| metal | share of wire, % | routed length (um) | vias to the layer above | GRT usage [%] |
|---|---|---|---|---|
| met1 | 42 | 1440 | 452 | 7.67 |
| li1 | - | - | 469 | - |
| met5 | 0 | 0 | - | 0 |
| met2 | 51 | 1740 | 22 | 8.75 |
| met3 | 5.9 | 203 | 2 | 1.63 |
| met4 | 1.4 | 47 | 0 | 0.954 |
## area by class of cell
class / count / area (um^2)
sequential: 24 / 601
timing repair buffer: 63 / 571
inverter: 1 / 3.75
clock buffer: 4 / 55.1
tap: 102 / 128
multi-input combinational: 70 / 437
fill: 814 / 5850
## registers in the layout, indices dropped and copies added, names as in the netlist
name      count
mantissa     23
inc_exp       1
## logic make-up after synthesis
logic type	share of synthesized area, %
compound gates	11.4
mux	19.7
flops	53.8
simple gates	7.96
buf+inv	7.06
## placed cells by master, fill, tap and decap left out, drive strengths merged
cell           netlist  layout
a21o                 1       1
buf                  7      13
clkbuf               1      21
clkdlybuf4s15        0       7
clkdlybuf4s50        0      25
dfrtp               24      24
dlymetal6s2s         0       1
inv                  1       1
mux2i               22      22
nand2               22      22
nand2b               1       1
o21ai               24      24
## worst max path at each step
stage | start | end | slack, ns | cells past startpoint
final | mantissa[10] | mantissa[10] | 0.04 | 1
after CTS | mantissa[13] | mantissa[13] | 0.0005 | 1
after global routing | mantissa[0] | mantissa[0] | -0.0004 | 1
## synthesized netlist by cell type (all sizes together)
cell type	instances	area [um^2]
buf	7	71.3
inv	1	3.75
a21o	1	7.51
mux2i	22	220
nand2	22	82.6
nand2b	1	6.26
dfrtp	24	601
o21ai	24	120
clkbuf	1	3.75
## what timing repair did
item                                    CTS  global route
setup buffers                             4             4
resized                                  49            17
hold buffers                              0             0
cloned                                    0             1
endpoints found under the setup margin   24            36
## per-stage QoR
| step | util, % | instances |
|---|---|---|
| floorplan | - | 103 |
| global placement | 22.7 | 251 |
| detailed placement | 22.7 | 251 |
| CTS | 23.8 | 259 |
| global route | 23.5 | 264 |
| finish | 23.5 | 264 |
Power is estimated from default activity; no workload was simulated.
