==> design/flow/config.mk <==
export PLATFORM = sky130hd
export DESIGN_NAME = CLA_8bits
export DESIGN_NICKNAME = CLA_8bits
export VERILOG_FILES = /design/flow/design.v
export SDC_FILE = /design/flow/constraint.sdc
export NUM_CORES = 4
export LEC_CHECK = 1
export CORE_AREA = 10 10 70 70
export DIE_AREA = 0 0 80 80
==> design/flow/constraint.sdc <==
current_design CLA_8bits

set clk_period 2.9
set clk_io_pct 0.2

create_clock -name clk0 -period $clk_period

set non_clock_inputs [all_inputs -no_clocks]
set_input_delay [expr $clk_period * $clk_io_pct] -clock clk0 $non_clock_inputs
set_output_delay [expr $clk_period * $clk_io_pct] -clock clk0 [all_outputs]
==> design/flow/design.v <==
module CLA_4bits(s,co,x,y,ci);
	input [3:0] x;
	input [3:0] y;
	input ci;
	output co;
	output [3:0] s;
	wire [3:0] p,g;
	wire c1,c2,c3;
	and and_0(g[0],x[0],y[0]);
	or or_0(p[0],x[0],y[0]);
	xor xor_0(a,x[0],y[0]);
	xor xor_1(s[0],a,ci);
	and and_4(v,p[0],ci);
	or or_4(c1,g[0],v); 
	xor xor_2(b,x[1],y[1]);
	xor xor_3(s[1],b,c1); 
	and and_1(g[1],x[1],y[1]);
	or or_1(p[1],x[1],y[1]);	
	and and_5(u,p[1],c1);
	or or_5(c2,g[1],u); 
	xor xor_4(c,x[2],y[2]);
	xor xor_5(s[2],c,c2); 
	and and_2(g[2],x[2],y[2]);
	or or_2(p[2],x[2],y[2]);
	and and_6(z,p[2],c2);
	or or_6(c3,g[2],z); 
	xor xor_6(d,x[3],y[3]);
	xor xor_7(s[3],d,c3);
	and and_3(g[3],x[3],y[3]);
	or or_3(p[3],x[3],y[3]);
	and and_7(t,p[3],c3);
	or or_7(co,g[3],t);
endmodule
module CLA_8bits(s,co,x,y,ci);
	input [7:0] x;
	input [7:0] y;
	input ci;
	output [7:0] s;
	output co;
	wire c;
	CLA_4bits ins0(s[3:0],c,x[3:0],y[3:0],ci);
	CLA_4bits ins1(s[7:4],co,x[7:4],y[7:4],c);
endmodule
==> design/flow/run.sh <==
#!/bin/bash
# OpenROAD 26Q1-2900-gdf79404cd8, Yosys 0.63+post, stock flow scripts
make -C /OpenROAD-flow-scripts/flow DESIGN_CONFIG=/design/flow/config.mk WORK_HOME=/design/flow/orfs finish
==> GITHUB_STEP_SUMMARY <==
### Yosys + OpenROAD results

| Metric | Value |
|---|---|
| Core area | `~3400 µm²` |
| Yosys warnings | `8` |
| CP max FO | `1` |
| Launch point of the critical path | `y[0]` |
| Clock buf count | `0` |
| Post-synth top area cell | `fa_1` |
| Die Height | `around 80 µm` |
| Max Slew Vio Count | `0` |
| Avg WL per Cell | `between 8 and 9 µm` |
| Hold Path Origin | `ci` |
| Kind of end point of the critical path | `primary output` |
| Total GRT Usage | `0.0228` |
| Post-Synthesis Cell Area | `198 µm²` |
| # setup viols final | `6` |
| Initial DRC Count | `1` |
| DP Wirelength | `739 µm` |
| Average size of a mapped cell | `11.0 µm²` |
| P_leak | `0.000207 µW` |
| First-pass GRT wire length | `1190 µm` |
| Total gr overflow | `0` |
| Gpl congestion | `between 0.8 and 0.9` |
| Post-route setup slack | `-1.35 ns` |
| Sequential share of the synthesized area | `0` |
| Drc violations | `0` |
| Status | `finished, violations left` |
| Power per cell area | `166 nW/µm²` |
| Critical Path RT | `2.32 ns` |
| Log Warnings | `35` |
| Port buffer count | `26` |
| Yosys cell count | `18` |
| Worst Path Arrival | `3.67 ns` |
| Final TNS setup | `-4.49 ns` |
| Final core occ | `0.147` |
| Critical Path Start Type | `primary input` |
| # fillers | `around 400` |
| Via count | `between 200 and 250` |
| Top-area cell share | `0.810` |
| Drt pass-1 iters | `2` |
| Die X-Extent | `80 µm` |
| Netlist cell types | `2` |
| # diodes | `0` |
| Routed wire length | `roughly 750 µm` |
| Most frequent cell after synthesis | `inv_1` |
| Area growth, synth to finish | `153%` |
| Hold_buf cts | `0` |
| Cell count after synthesis | `18` |
| Max incr delay on CP | `0.42 ns` |
| Critical path type | `primary input to primary output` |
| Fin crit share | `1.46` |
| Failing checks | `negative setup slack` |
| Tmin final | `4.25 ns` |
| Largest net degree at the start of global routing | `2` |
| RSZ-0062 raised after global routing | `true` |
| HP Class | `primary input to primary output` |
| Vias in the first global route | `258` |
| Synth cell count leaders | `inv_1 (10), fa_1 (8)` |
| Max-Cap Viols | `0` |
| Reg area | `0 µm²` |
| I/O pin count | `26` |
| Critical path's slowest cell | `fa_2` |
| Vias/cell | `roughly 2.4` |
| Relative slew slack | `0.928` |
| Gate Area | `about 180 µm²` |
| Die area | `6400 µm²` |
| Init Core Util | `0.0579` |
| Detail Route Antenna Nets | `0` |
| Top cells by area | `fa_1 (81%), inv_1 (19%)` |
| Initial antenna violation count | `0` |
| Hold Violations, Final | `0` |
| VDD IR max | `52.9 µV` |
| Flip-flop and latch count | `0` |
| Worst Tran Pin Value | `0.108 ns` |
| Fmax | `235 MHz` |
| Critical Path, Cell by Cell | `buf_6 > fa_2 > fa_2 > fa_2 > inv_2 > fa_2 > inv_2 > fa_2 > fa_2 > fa_2 > inv_2 > fa_2 > inv_2 > buf_2` |
| Fraction of final layout cells sized beyond drive strength 1 | `0.523` |
| Cell mode on critical path | `fa_2` |
| # Post-CTS Setup Buffers | `0` |
| Rows | `21` |
| Chip Area, Yosys | `198 µm²` |
logic make-up after synthesis:
kind of cell / after synthesis / synth area share
adder cells (fa/ha/maj): 8 / 0.810
buffers and inverters: 10 / 0.190
worst max-delay path: cells and delay by family:
family	cells	cell delay, ns
adders and majority gates	8	2.70
buffers and inverters	6	0.37
layout by cell type, fill, tap and decap left out, drive strengths merged:
cell and instances:
clkdlybuf4s50 15, inv 10, buf 9, fa 8, dlygate4sd2 2
report_power, final:
part	switching (µW)	internal (µW)
sequential	0	0
clock	0	0
combinational	27.6	55.3
final timing paths:
check                   to  slack (ns)  cells after the start
worst max-delay path  s[7]       -1.35                     14
worst min-delay path  s[0]        1.86                      3
repair_timing:
| item | in CTS | in global routing |
|---|---|---|
| endpoints found under the setup margin | 8 | 6 |
| pin swaps | 8 | 8 |
| resized | 38 | 3 |
area by class of cell:
class / count / share of cell area
inverters: 10 / 0.0750
well taps: 46 / 0.115
repair buffers: 26 / 0.450
multi-input cells: 8 / 0.360
metal layers:
metal  global-route usage  vias to the layer above  wire, µm
li1                     -                       96         -
met1               0.0365                       92       423
met2               0.0273                       26       188
met3               0.0114                        0       141
met4                    0                        0         0
met5                    0                        -         0
metrics by stage:
step	power [µW]	instances	hold WS (ns)	setup slack, ns	instance area [µm²]
3_3_place_gp	99.8	90	2.22	-2.08	531
6_report	82.9	90	1.86	-1.35	500
2_1_floorplan	16.2	18	1.31	-1.05	213
4_1_cts	84.3	90	1.88	-1.48	494
3_5_place_dp	99.8	90	2.22	-2.07	531
5_1_grt	95.2	90	1.87	-1.44	500
Power and IR drop assume default switching activity.
